==> flow/design.v <==
module uarthum (
  input              clk_t  ,
  input              srst   ,
  input              start  ,
  input        [7:0] data_in,
  output logic       tx     ,
  output logic       busy
);
  typedef enum logic[3:0]{IDLE =0 ,START=1,TRANSMIT=2,STOP=3} state_e;
  logic   end_tx    = 0   ;
  state_e cur_state = IDLE;  
  state_e nxt_state       ;
  logic [10:0] tx_pack   ;
  logic        parity_bit;
  logic [ 3:0] cnt       ;  
  always_comb begin : proc_parity_gen
    parity_bit = ^data_in;  
    busy       = (cur_state == STOP);
  end
  always_ff @(posedge clk_t) begin : proc_main_fsm
    end_tx <= 0;
    case(cur_state)
      IDLE : begin
        if(srst)
          begin
            cur_state <= IDLE;
            tx_pack   <= 0;
            cnt       <= 0;
          end
        else
          cur_state <= START;
      end
      START : begin
        if(start) begin
          tx_pack   <= {1'b1,parity_bit,data_in,1'b0}; 
          cnt       <= 0;
          cur_state <= TRANSMIT;
        end
        else
          begin
            tx_pack   <= 0; 
            cur_state <= START; 
          end
      end
      TRANSMIT :
        begin 
          if(cnt==9) begin 
            tx        <= tx_pack[0];
            tx_pack   <= tx_pack>>1;
            cnt       <= cnt+1;
            cur_state <= STOP;
          end
          else begin
            tx      <= tx_pack[0];
            tx_pack <= tx_pack>>1;
            cnt     <= cnt+1;
          end
        end
      STOP :
        begin
          tx        <= tx_pack[0];
          tx_pack   <= tx_pack>>1;
          cnt       <= cnt+1;
          cur_state <= START;
          end_tx    <= 1;
        end
      default : cur_state <=IDLE;
    endcase  
  end
endmodule
==> flow/config.mk <==
export PLATFORM = sky130hd
export DESIGN_NAME = uarthum
export DESIGN_NICKNAME = uarthum
export VERILOG_FILES = /design/flow/design.v
export SDC_FILE = /design/flow/constraint.sdc
export NUM_CORES = 4
export LEC_CHECK = 1
export CORE_AREA = 10 10 80 80
export DIE_AREA = 0 0 90 90
==> flow/constraint.sdc <==
current_design uarthum

set clk_period 2.3
set clk_io_pct 0.2

create_clock -name clk0 -period $clk_period [get_ports {clk_t}]

set non_clock_inputs [all_inputs -no_clocks]
set_input_delay [expr $clk_period * $clk_io_pct] -clock clk0 $non_clock_inputs
set_output_delay [expr $clk_period * $clk_io_pct] -clock clk0 [all_outputs]
==> flow/run.sh <==
#!/bin/bash
# OpenROAD 26Q1-2900-gdf79404cd8, Yosys 0.63+post, stock flow scripts
make -C /OpenROAD-flow-scripts/flow DESIGN_CONFIG=/design/flow/config.mk WORK_HOME=/design/flow/orfs finish
==> results.ini <==
[layout]
stdcell_count = 141
fin_area_um2 = 1090
fillerInstances = 476
drive_gt1_frac = 0.0676
most-common-layout-cells = 18 x edfxtp_1, 12 x clkdlybuf4s50_1, 9 x a22o_1, 7 x xnor2_1, 4 x and2_1
final_common_cell = edfxtp_1
synthToLayoutAreaGrowth_pct = 29.5

[clock_network]
htreeDepth = 1
cts_setup_buffers = 0
clock_latency_ps = 250
root_buffer = clkbuf_8
clock_sinks = 18
max-clock-path-buffers = 2
cts_tree = done
clk_pin_slew_ps = 70
cts-buffers-inserted = 3
hold_buffers = 0
ctsResizeCount = 0

[timing]
finalSetupTns_ps = 0
skew_ps = 0.851
maxSlewViolCount = 0
fin_ws_ps = 443
setup_viol = 0
relSlewSlack = 0.682
tightest_slew_ps = 476
fin_crit_ps = 1860
hold_violations = 0
final.period_utilization = 0.807
fmax_mhz = 538
rsz0062_at_grt = false

[setup_path]
critPathSlowestCell = edfxtp_1
crit_chain = and2_1 -> clkdlybuf4s50_1
critical_path_class = reg2out
crit_fanout = 12
cp_top_family = flip-flops
arrival_ps = 1400
slowest_delay_ps = 520
cp-end-kind = output pin
critical_path_buf_inv_count = 1
cp_data_required_time_ps = 1840
cp-start-kind = flop

[place]
pre_cts_slack_ps = 394
dp.cells = 137
dpl_cell_area_um2 = 1040
place_congestion = 0.745
dpl.hpwl_mm = 1.12
portBuffers = 12

[job]
tool_warnings = 26
maxCapViolations = 0

[routing]
post_drt_wl_per_cell_um = 10.5
ant_nets = 0
vias = 494
wl_mm = 1.48
drt-initial-drc-count = 16
first_pass_iters = 3
drc_errors = 0
routed_via_density = 3.50
insertedDiodeCount = 0

[floorplanning]
fp.coreArea_um2 = 4720
die_y_um = 90
die_width_um = 90
chipArea_um2 = 8100
row_count = 25
fp-utilization = 0.178
io_pins = 13

[global_route]
grt_pass1_vias = 506
overflow = 0
antenna_found_initial = 0
grt_pass1_wl_mm = 2.58
track_usage = 0.0377
grt_max_degree = 13

[synthesis]
yosys.cell_types.count = 18
synthCells = 60
postSynthSeqShare = 0.644
netlist_area_um2 = 840
yosysCellCount = 60
synth_flops = 18
syn-mean-instance-area_um2 = 14.0
ys_chip_area_um2 = 840
yosys_warnings = 1

[pwr]
ir_drop_mv = 0.302
leakage_nw = 0.402
power_density_nw_per_um2 = 1110
power_mw = 1.21

[min_path]
min_path_type = reg2reg

[status]
outcome = finished, final reports clean

-- cell families (layout without fill, tap and decap cells) --
kind of cell | Yosys count | in the layout | share of synthesized area
AND-OR/OR-AND | 11 | 11 | 0.112
AND/OR/NAND/NOR | 14 | 14 | 0.0924
buffers and inverters | 6 | 20 | 0.0283
flip-flops | 18 | 18 | 0.644
adder cells (fa/ha/maj) | 2 | 2 | 0.0298
XOR/XNOR | 9 | 9 | 0.0939
-- registers in the layout, indices dropped and copies added, names as in the netlist --
name       count
cnt            4
cur_state      2
tx             1
tx_pack       11
-- cell type report --
cell class              count  area (um2)  area share
flip-flops and latches     18         541       0.497
well taps                  67        83.8      0.0771
clock inverters             1        3.75     0.00345
inverters                   2        7.51     0.00690
repair buffers             14         135       0.124
clock buffers               3        41.3      0.0380
multi-input cells          36         275       0.253
-- synthesized netlist by cell type (all sizes together) --
master | number | area [um2]
xnor2 | 7 | 61.3
nor2b | 2 | 12.5
xor2 | 2 | 17.5
nand2 | 3 | 11.3
buf | 1 | 5.00
nand3 | 1 | 5.00
or3 | 1 | 6.26
a21o | 1 | 7.51
clkbuf | 3 | 11.3
inv | 2 | 7.51
o211ai | 1 | 7.51
ha | 2 | 25.0
nand2b | 1 | 6.26
edfxtp | 18 | 541
nand3b | 1 | 7.51
and2 | 4 | 25.0
a22o | 9 | 78.8
nor2 | 1 | 3.75
-- routing by layer --
metal,wire length [um],vias up,track usage
met3,90,0,0.0142
met2,592,12,0.0460
li1,-,244,-
met1,794,238,0.0626
met5,0,-,0
met4,0,0,0.00265
-- power by group --
| part | internal [mW] | switching (mW) |
|---|---|---|
| clock network | 0.118 | 0.0995 |
| logic | 0.181 | 0.159 |
| registers | 0.567 | 0.0820 |
| total | 0.866 | 0.340 |
-- worst paths after layout --
check                                       startpoint  slack (ps)  depth (start not counted)              endpoint
worst max-delay path            cur_state[1]$_DFFE_PP_         440                          2                  busy
worst min-delay path              tx_pack[0]$_DFFE_PP_         450                          0          tx$_DFFE_PN_
worst min register to register    tx_pack[0]$_DFFE_PP_         450                          0          tx$_DFFE_PN_
worst max register to register  cur_state[1]$_DFFE_PP_         840                          1  tx_pack[2]$_DFFE_PP_
-- per-stage QoR --
step           hold slack (ps)  utilization
2_1_floorplan              400            -
6_report                   454        0.230
3_5_place_dp               411        0.221
3_3_place_gp               413        0.221
4_1_cts                    444        0.230
5_1_grt                    451        0.230
No activity file was given, so power comes from the tool's default toggle rates.
