--- /design/flow/config.mk ---
export PLATFORM = sky130hd
export DESIGN_NAME = clock_divider
export DESIGN_NICKNAME = clock_divider
export VERILOG_FILES = /design/flow/design.v
export SDC_FILE = /design/flow/constraint.sdc
export NUM_CORES = 4
export LEC_CHECK = 1
export CORE_AREA = 10 10 70 70
export DIE_AREA = 0 0 80 80
--- /design/flow/constraint.sdc ---
current_design clock_divider

set clk_period 2.0
set clk_io_pct 0.2

create_clock -name clk0 -period $clk_period [get_ports {clk}]

set non_clock_inputs [all_inputs -no_clocks]
set_input_delay [expr $clk_period * $clk_io_pct] -clock clk0 $non_clock_inputs
set_output_delay [expr $clk_period * $clk_io_pct] -clock clk0 [all_outputs]
--- /design/flow/design.v ---
module clock_divider (
	input  clk ,
	input  reset,
	input [8:0] state_duration,
	output clk_baud
);
	assign state_duration = 9'h144;	
	reg [8:0] count = 0;
	always @(posedge clk ) 
	begin
		if(reset == 1'b0) begin
			count <= 0;
		end
		else if(count>=state_duration) begin 			
			count <= 0;
		end
		else begin
			count <= count + 1  ;
		end
	end
	assign clk_baud = count == state_duration;
endmodule
--- /design/flow/run.sh ---
#!/bin/bash
# OpenROAD 26Q1-2900-gdf79404cd8, Yosys 0.63+post, stock flow scripts
make -C /OpenROAD-flow-scripts/flow DESIGN_CONFIG=/design/flow/config.mk WORK_HOME=/design/flow/orfs finish
==> results.toml <==
# generated from flow reports
[outcome]
outcome = "stopped before the end"
error = "ERROR: Found 9 problems in 'check -assert'."
stop_stage = "synthesis (1_2_yosys)"

[synthesis]
netlist_top_cells_count = "buf_4 (9), dfxtp_1 (9), nor2_2 (5)"
async_flop_share_pct = 0
top_cell_area_share_pct = 33.2
dominantRegCellSynth = "dfxtp_1"
ys_ff = 9
ys_seq_share_pct = 33.2
edf_count = 0
ys_warn_count = 1
synth_cell_type_count = 22
ys_cells = 59
topCellsByArea = "dfxtp_1 (33%), buf_4 (12%), nor2_2 (5.8%), a2bb2oi_4 (4.8%), a21oi_2 (4.8%)"
largest_area_cell = "dfxtp_1"
ys_area_um2 = 543
cells by family after synthesis:
logic type	Yosys count	share of synthesized area, %
AND-OR/OR-AND	10	16.4
XOR/XNOR	3	4.84
adder cells (fa/ha/maj)	2	4.61
buffers and inverters	13	16.6
flip-flops	9	33.2
other	2	1.38
AND/OR/NAND/NOR	20	23.0
